`design/flow/design.v`:
```
`timescale 1 ns/1 ns
module AdderSubtractor32x32 (
	input  [31:0] A    ,  
	input  [31:0] B    ,  
	input         sel  ,  
	output [31:0] S       
);
	wire [31:0] co;
	genvar i;
	Full_Adder FA_0(A[0], B[0] ^ sel, sel, S[0], co[0]);
	for(i = 1 ; i < 32 ; i = i + 1) begin : loop_0
		Full_Adder FA_i(A[i], B[i] ^ sel, co[i - 1], S[i], co[i]);
	end
endmodule
`timescale 1 ns/1 ns
module Multiplier16x16 (
	input  [15:0] A ,  
	input  [15:0] B ,  
	output [31:0] P    
);
	wire [15:0] out [0:3], qw;
	wire [31:0] outp[1:0];		
	Multiplier8x8 M_0(A[7:0], B[7:0], out[0]),
					  M_1(A[15:8], B[15:8], out[1]),
					  M_2(A[15:8], B[7:0], out[2]),
					  M_3(A[7:0], B[15:8], out[3]);
	AdderSubtractor32x32 A_0({16'b0 ,out[0]}, {out[1], 16'b0}, 1'b0, outp[0]),
								A_1({8'b0, out[2], 8'b0}, {8'b0 ,out[3], 8'b0}, 1'b0, outp[1]),
								A_2(outp[0], outp[1], 1'b0, P);
endmodule
`timescale 1 ns/1 ns
module Multiplier8x8 (
	input  [ 7:0] A ,  
	input  [ 7:0] B ,  
	output [15:0] P    
);
	genvar i, j;
	wire [31:0] out [8:0];	
	assign out[0] = 32'b0;
	for(i = 0 ; i < 8 ; i = i + 1) begin : loop_0
		wire [7 + i:0] t;
		for(j = 0 ; j < 8 + i ; j = j + 1) begin : loop_1
			if(j >= i)assign t[j] = A[j - i] & B[i];
			else assign t[j] = 1'b0;
		end
		wire [31:0] hold = {25'b0, t};
		AdderSubtractor32x32 A_i(out[i], hold, 1'b0, out[i + 1]);
	end
	assign P = out[8][15:0];
endmodule
`timescale 1 ns/1 ns 
module TemperatureCalculator (
	input  [31:0] tc_base  ,  
	input  [ 7:0] tc_ref   ,  
	input  [15:0] adc_data ,  
	output [31:0] tempc       
);
	reg [7:0] ref; 
	wire [15:0] multi_8x8; 
	wire [31:0] multi_16x16;  
	always @(tc_ref) begin  
		if(tc_ref[7] == 1'b1) ref = ~tc_ref + 1'b1;  
		else ref = tc_ref;  
	end
	Multiplier8x8 M_0(ref, ref, multi_8x8); 
	Multiplier16x16 M_1({1'b0, adc_data[14:0]}, multi_8x8, multi_16x16);  
	wire helper = 
	(multi_16x16[0] | multi_16x16[1] | multi_16x16[2] | multi_16x16[3] | multi_16x16[4] | multi_16x16[5]) & adc_data[15];
	AdderSubtractor32x32 A_0(tc_base, {6'b0, multi_16x16[31:6]} + helper, adc_data[15], tempc);  
endmodule
`timescale 1 ns/1 ns
module Full_Adder(
		input a ,
		input b ,
		input ci ,
		output s ,
		output co
	);
	wire s_0,c_0,c_1;
	Half_Adder g1(a,b,s_0,c_0),
				  g2(ci,s_0,s,c_1);
	assign co = c_0 | c_1;
endmodule
`timescale 1 ns/1 ns
module Half_Adder(
		input a ,
		input b ,
		output sum ,
		output cout
	);
	assign sum = a ^ b;
	assign cout = a & b;
endmodule
```
`design/flow/run.sh`:
```
#!/bin/bash
# OpenROAD 26Q1-2900-gdf79404cd8, Yosys 0.63+post, stock flow scripts
make -C /OpenROAD-flow-scripts/flow DESIGN_CONFIG=/design/flow/config.mk WORK_HOME=/design/flow/orfs finish
```
`design/flow/config.mk`:
```
export PLATFORM = sky130hd
export DESIGN_NAME = TemperatureCalculator
export DESIGN_NICKNAME = TemperatureCalculator
export VERILOG_FILES = /design/flow/design.v
export SDC_FILE = /design/flow/constraint.sdc
export NUM_CORES = 4
export LEC_CHECK = 1
export CORE_UTILIZATION = 30
```
`design/flow/constraint.sdc`:
```
current_design TemperatureCalculator

set clk_period 35.5
set clk_io_pct 0.2

create_clock -name clk0 -period $clk_period

set non_clock_inputs [all_inputs -no_clocks]
set_input_delay [expr $clk_period * $clk_io_pct] -clock clk0 $non_clock_inputs
set_output_delay [expr $clk_period * $clk_io_pct] -clock clk0 [all_outputs]
```
==> flow_metrics.env <==
# implementation run metrics
export IMPL_gp_congestion=0.859
export IMPL_grtUsageMet1=0.188
export IMPL_count_of_different_cell_masters_after_synthesis=35
export IMPL_final_util=0.369
export IMPL_final_hold_viol_count=0
export IMPL_worstPathArrival_ns=29.37
export IMPL_final_period_utilization=1.03
export IMPL_post_synth_cell_area_avg_um2=9.95
export IMPL_final_layout_size_suffix_gt1_frac=0.217
export IMPL_worst_path_most_repeated_cell="sky130_fd_sc_hd__fa_2"
export IMPL_synthesis_instances=950
export IMPL_n_antenna_cell=0
export IMPL_routed_via_density=4.11
export IMPL_synth_largest_type_area_fraction=0.572
export IMPL_sequential_cell_area_um2=0
export IMPL_final_critical_path_setup_slack_ns=-0.968
export IMPL_timing_critical_path_slowest_cell_delay_ns=0.60
export IMPL_slowest_stage="sky130_fd_sc_hd__fa_2"
export IMPL_warning_count=35
export IMPL_core_area_mm2=0.0308
export IMPL_failed_checks="setup timing"
export IMPL_worstMarginPinSlew_ns=0.663
export IMPL_dpl_cell_area_mm2=0.0113
export IMPL_final_fill_count=3021
export IMPL_final_setup_tns_ns=-2.83
export IMPL_groute_usage_overall=0.129
export IMPL_top_cell_type_by_total_area_after_synthesis="sky130_fd_sc_hd__fa_1"
export IMPL_chipArea_mm2=0.0322
export IMPL_pin_count_of_the_biggest_net_entering_global_routing=30
export IMPL_via_count=5954
export IMPL_setup_viol_count_final=5
export IMPL_netlist_area_mm2=0.00945
export IMPL_synth_stat_cells=950
export IMPL_grt_pass1_vias=6987
export IMPL_critPathCaptureType="primary output"
export IMPL_grt_most_used_layer="met2"
export IMPL_max_cap_viol_count=0
export IMPL_grt_antenna_before_repair=0
export IMPL_grt_first_pass_wirelength_mm=33.0
export IMPL_die_height_um=179
export IMPL_cts_hold_buffers=0
export IMPL_overflow=0
export IMPL_port_buffers=88
export IMPL_timing_fmax_ghz=0.0274
export IMPL_lay_top_count="sky130_fd_sc_hd__fa_1"
export IMPL_detail_route_wl_per_cell_um=12.4
export IMPL_slew_viol_final=0
export IMPL_hpwl_mm=15.8
export IMPL_cp_required_ns=28.40
export IMPL_min_period_ns=36.47
export IMPL_final_cell_mix="sky130_fd_sc_hd__fa_1 (177), sky130_fd_sc_hd__inv_1 (155), sky130_fd_sc_hd__and2_1 (154)"
export IMPL_drt_initial_drc_count=144
export IMPL_placed_cells=1446
export IMPL_finalNonFillerCells=1449
export IMPL_grt_use_met2=0.221
export IMPL_start_kind="input pin"
export IMPL_holdCritPathClass="input pin to primary output"
export IMPL_antenna_violating_nets_post_route=0
export IMPL_route_final_wire_length_mm=17.9
export IMPL_whs_path_depth=3
export IMPL_layout_cell_area_non_filler_mm2=0.0114
export IMPL_synth_yosys_seq_area_share=0
export IMPL_setup_worst_path_class="input pin to primary output"
export IMPL_die_width_um=179
export IMPL_drt_pre_antenna_iters=10
export IMPL_yosysWarningCount=3
export IMPL_critPathMaxFanout=3
export IMPL_fp_util=0.307
export IMPL_numSequentialCells=0
export IMPL_syn2layout_area_growth_pct=20.4
export IMPL_detail_route_drc_violations=0
export IMPL_placement_rows=64
export IMPL_setup_repair_after_global_routing_missed_its_margin="yes"
export IMPL_result_of_the_run="complete, but fails checks"
export IMPL_gr_usage_met3=0.0264
export IMPL_topCellsByArea="sky130_fd_sc_hd__fa_1 (57%), sky130_fd_sc_hd__and2_1 (10%), sky130_fd_sc_hd__inv_1 (7.2%)"
export IMPL_timing_max_slew_rel_slack=0.556
export IMPL_clockBufferCount=0
export IMPL_chip_area_line_of_the_yosys_report_mm2=0.00945
export IMPL_ios=88
-- kinds of logic after synthesis --
logic type                 Yosys count  synth area share
adders and majority gates          321             0.639
other                                2          0.000795
and+or+nand+nor                    311             0.187
buffers and inverters              249             0.112
AOI/OAI and AO/OA                    8           0.00556
xor gates and xnor gates            58            0.0545
muxes                                1           0.00106
-- synthesized netlist by cell type, drive strengths merged (5+ instances only) --
| cell type | count |
|---|---|
| xor2 | 15 |
| nand3 | 10 |
| inv | 182 |
| ha | 51 |
| and2 | 154 |
| fa | 270 |
| nand2b | 15 |
| nand4 | 5 |
| xnor2 | 43 |
| nand2 | 56 |
| nor2b | 23 |
| clkbuf | 32 |
| nor4 | 7 |
| buf | 35 |
| nor2 | 28 |
-- worst paths after layout --
kind,from,to,slack [ns]
worst min-delay path,tc_base[29],tempc[29],14.94
worst max-delay path,tc_ref[0],tempc[31],-0.97
-- layout make-up --
type               count  area [µm²]  share of cell area
multi-input cells    705        8740               0.768
repair buffers       166        1450               0.127
well taps            396         495              0.0436
inverters            182         691              0.0607
-- layer usage --
layer,vias to the layer above,part of all wire,routed length (µm)
met5,-,0,0
met4,0,0,0
met3,0,0.049,885
met2,123,0.48,8530
met1,2910,0.47,8480
li1,2921,-,-
-- per-stage QoR --
stage	hold WS (ns)	setup WS (ns)
after CTS	14.94	-1.26
after global placement	15.16	-2.09
after detailed placement	15.17	-2.13
after floorplan	14.35	-0.988
final	14.94	-0.968
after global routing	14.97	-1.66
-- worst max-delay path, delay by kind of cell --
family | cells | cell delay [ns]
simple gates | 3 | 0.38
fa+ha+maj | 52 | 20.52
xor+xnor | 5 | 0.65
buf+inv | 12 | 0.65
compound gates | 1 | 0.10
-- timing repair --
item	in CTS	in global routing
endpoints found under the setup margin	8	8
pin swaps	47	27
gates resized	66	8
buffers inserted	2	1

==> design.v <==
`timescale 1 ns/1 ns
module ActiveLamps (
	input  [3:0] tcode  ,  
	input  [3:0] ulight ,  
    input  [3:0] lenght     ,  
	output [3:0] active_lights   
);
	reg [3:0] active_lights;
	always @ (tcode or ulight or lenght) begin
		if(tcode[2] == 1'b1) begin
			active_lights = {2'b00, lenght[3:2]};
		end
		else if(tcode[3] == 1'b1) begin
			active_lights = ulight;
		end
		else begin
			active_lights = 4'b0000;
		end
	end
endmodule
`timescale 1 ns/1 ns
module LampState (
	input  [ 3:0] active_lights ,  
	output [15:0] lights_state     
);
	genvar i;
	wire [15:0] out;
	decoder4x16 D_0(active_lights, 1'b1, out);
	assign lights_state[0] = ~out[0];
	for(i = 0 ; i < 15 ; i = i + 1) begin : loop_0
		assign lights_state[i + 1] =  ~out[i + 1] & lights_state[i];
	end
endmodule
`timescale 1 ns/1 ns 
module LightingSystem (
	input  [ 3:0] tcode      ,  
	input  [ 3:0] ulight     ,  
	input  [ 3:0] lenght     ,  
	output [ 3:0] wshade     ,  
	output [ 3:0] lightnum   ,  
	output [15:0] lightstate    
);
	ActiveLamps AL_0(tcode, ulight, lenght, lightnum);
	WindowShadeDegree WSD_0(tcode, ulight, wshade);
	LampState LS_0(lightnum, lightstate);
endmodule
`timescale 1 ns/1 ns
module WindowShadeDegree (
	input  [3:0] tcode  ,  
	input  [3:0] ulight ,  
	output [3:0] wshade    
);
	reg [3:0] wshade;
	always @ (tcode or ulight) begin
		if(tcode[0] == 1'b1) begin
			wshade = 4'b1111;
		end
		else if(tcode[1] == 1'b1) begin
			wshade = 4'b1100;
		end
		else if(tcode[2] == 1'b1) begin
			wshade = ulight;
		end
		else begin
			wshade = 4'b0000;
		end
	end
endmodule
`timescale 1 ns/1 ns
module decoder2x4 (
	input [1:0] i,
	input en,
	output [3:0] d
);
	wire [1:0] w;
	not g1(w[0],i[0]);
	not g2(w[1],i[1]);
	and g3(d[0],en,w[1],w[0]);
	and g4(d[1],en,w[1],i[0]);
	and g5(d[2],en,i[1],w[0]);
	and g6(d[3],en,i[1],i[0]);
endmodule
`timescale 1ns / 1ps
module decoder4x16(
	input [3:0] in ,
	input en ,
	output [15:0] dout
    );
	wire [3:0] w;
	decoder2x4 
			g1(in[3:2],en,w),
			g2(in[1:0],w[0],dout[3:0]),
			g3(in[1:0],w[1],dout[7:4]),
			g4(in[1:0],w[2],dout[11:8]),
			g5(in[1:0],w[3],dout[15:12]);
endmodule
==> run.sh <==
#!/bin/bash
# OpenROAD 26Q1-2900-gdf79404cd8, Yosys 0.63+post, stock flow scripts
make -C /OpenROAD-flow-scripts/flow DESIGN_CONFIG=/design/flow/config.mk WORK_HOME=/design/flow/orfs finish
==> config.mk <==
export PLATFORM = sky130hd
export DESIGN_NAME = LightingSystem
export DESIGN_NICKNAME = LightingSystem
export VERILOG_FILES = /design/flow/design.v
export SDC_FILE = /design/flow/constraint.sdc
export NUM_CORES = 4
export LEC_CHECK = 1
export CORE_AREA = 10 10 70 70
export DIE_AREA = 0 0 80 80
==> constraint.sdc <==
current_design LightingSystem

set clk_period 2.7
set clk_io_pct 0.2

create_clock -name clk0 -period $clk_period

set non_clock_inputs [all_inputs -no_clocks]
set_input_delay [expr $clk_period * $clk_io_pct] -clock clk0 $non_clock_inputs
set_output_delay [expr $clk_period * $clk_io_pct] -clock clk0 [all_outputs]
==> Slide: Implementation Results <==
Flow Results at a Glance

Status
  • Status: finished clean

Place
  • Place WS: 0.0615 ns
  • # port buffers: 33
  • Gpl congestion: 0.795
  • DPL Wire Length: 1.35 mm

Logic synthesis
  • Mapped Avg Cell Area: 6.23 um2
  • Post-Syn Area: 305 um2
  • Ys Warns: 2
  • Top-count cell post-synth: nor2_1
  • Synth Seq Share: 0
  • Cell Type Count: 25
  • Share of the synthesized area in the top cell type: 0.123
  • Leading area contributor after synthesis: nor2_1
  • Synth top area cells: nor2_1, buf_6, o31ai_4
  • Cell count after synthesis: 49
  • Post-synth area from yosys stat: 305 um2
  • Post-synth top cells: nor2_1, a21oi_1, inv_1
  • Cells in synth_stat.txt: 49

Cells and area
  • Register Area: 0 um2
  • Fill cell count: 393
  • Layout area overhead: 130%
  • Clock buffer cells: 0
  • Share of cells above drive strength 1: 0.134
  • Flop count: 0

Critical path
  • Critical path's slowest cell: clkdlybuf4s50_1
  • Delay-heaviest family, CP: buffers and inverters
  • Worst path max stage delay: 0.54 ns
  • CP most frequent cell: clkdlybuf4s50_1
  • Critical Path RT: 2.16 ns
  • CP max FO: 4
  • CP cell instances: clkdlybuf4s50_1 -> buf_4 -> nand4b_1 -> a21oi_1 -> clkdlybuf4s50_1
  • WP data arrival: 2.06 ns
  • CP Capture Type: output pin
  • Worst setup path category: in2out
  • CP startpoint kind: primary input
  • Buf/Inv on CP: 3

Pwr
  • Sw Share: 0.356
  • Peak supply drop: 0.0483 mV
  • Clock power share: 0
  • Seq pwr share: 0
  • Pwr/cell area: 131 nW/um2
  • Internal: 59.0 uW
  • Switching pwr: 32.5 uW
  • Leakage: 0.278 nW
  • Final Total Pwr: 91.5 uW
  • Combinational fraction of design power: 1.000

Floorplanning
  • Floorplan core density: 0.0894
  • Num ports: 36
  • Row cnt: 21
  • Chip height: 80 um
  • Die Area: 6400 um2
  • Die width: 80 um
  • Core ar.: 3420 um2

Drt
  • Routed len/inst: 11.6 um
  • Residual DRC count: 0
  • Diode count: 0
  • Vias per Instance: 3.41
  • TritonRoute pass-1 iters: 3
  • Vias post-DR: 436
  • Post-DRT Antenna Nets: 0
  • Initial drt markers: 40
  • Post-Route WL: 1.48 mm

Min path
  • Hold endpoint: wshade[1]
  • Worst Hold Class: in2out
  • Hold path start: tcode[0]
  • Worst hold path depth: 3

Final timing
  • Setup violators final: 0
  • Pins over their slew limit: 0
  • TNS Setup: 0 ns
  • Final Hold Violation Tally: 0
  • Max Fclk: 385 MHz
  • Period utilization: 0.961
  • RSZ-0062 raised after global routing: no
  • Crit path setup slack, layout: 0.104 ns
  • Final min period: 2.60 ns

Global route
  • Initial antenna violation count: 0
  • First-pass GRT wire length: 2.24 mm
  • GR Util All Layers: 0.0434
  • Global route overflow: 0
  • Largest net degree at the start of global routing: 11
  • Vias in the first global route: 451

Clock tree
  • Cts-stage hold buffer count: 0
  • Setup bufs post-CTS: 0
  • Post-CTS sizing: 0

Job
  • Tool Warnings: 34
  • Max_cap viols: 0
layout by cell type (no fill, tap or decap), types with 3 or more instances in the layout:
master / n
a21oi_1: 3
buf_4: 6
clkdlybuf4s50_1: 33
inv_1: 4
nor2_1: 10
worst min-delay path: stages:
cell	delay, ns
clkdlybuf4s50_1	0.46
a21o_1	0.17
clkdlybuf4s50_1	0.40
how the worst max path moves through the flow:
stage	startpoint	end	slack, ns	cells past startpoint
5_1_grt	tcode[2]	lightstate[1]	0.003	5
6_report	tcode[3]	lightstate[14]	0.10	5
4_1_cts	tcode[2]	lightstate[0]	0.05	4
layer usage:
layer,track usage,wire length [um],vias to the layer above
met3,0.0170,184,0
met4,0,0,0
li1,-,-,239
met1,0.0606,733,174
met2,0.0650,563,23
met5,0,0,-
area by class of cell:
| cell class | instances | area, um2 | area share |
|---|---|---|---|
| multi-input combinational | 39 | 253 | 0.361 |
| tap | 46 | 57.6 | 0.0821 |
| timing repair buffer | 39 | 375 | 0.536 |
| inverter | 4 | 15.0 | 0.0214 |
power by group through the flow:
stage,clock network [mW],logic [mW],registers (mW)
4_1_cts,0,0.0931,0
5_1_grt,0,0.102,0
6_report,0,0.0915,0
cells by family (layout without fill, tap and decap cells):
| logic type | Yosys count | after routing | synth area share |
|---|---|---|---|
| other | 1 | 1 | 0.0123 |
| AND-OR/OR-AND | 16 | 16 | 0.402 |
| buffers and inverters | 10 | 43 | 0.193 |
| AND/OR/NAND/NOR | 22 | 22 | 0.393 |
per-stage QoR:
stage	area, um2	utilization	hold slack (ns)	std cells
6_report	701	0.205	2.11	128
5_1_grt	701	0.205	2.16	128
4_1_cts	694	0.203	2.11	128
3_5_place_dp	694	0.203	2.11	128
3_3_place_gp	694	0.203	2.11	128
2_1_floorplan	305	-	1.12	49
No activity file was given, so power comes from the tool's default toggle rates.
